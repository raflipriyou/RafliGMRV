## design/flow/config.mk

```make
export PLATFORM = sky130hd
export DESIGN_NAME = instruction_type_s
export DESIGN_NICKNAME = instruction_type_s
export VERILOG_FILES = /design/flow/design.v
export SDC_FILE = /design/flow/constraint.sdc
export NUM_CORES = 4
export LEC_CHECK = 1
export CORE_AREA = 10 10 104 104
export DIE_AREA = 0 0 114 114
```

## design/flow/design.v

```verilog
module instruction_type_s(
	input			iCLK,
	input	 [31:0]	iIR,
	input	 [31:0]	iREG_OUT1,
	input	 [31:0]	iREG_OUT2,
	output [4:0] 	oRD,
	output [4:0] 	oRS1,
	output [4:0] 	oRS2,
	output [31:0]	oREG_IN,
	output			oRAM_CE,
	output 			oRAM_WR,
	output [31:0]	oRAM_ADDR,
	input  [31:0]	iRAM_DATA,
	output [31:0]	oRAM_DATA
	);
	wire [2:0] func3;
	wire [4:0] imm5;
	wire [6:0] imm7;
	wire [11:0] imm12;
	wire [31:0] alu_in1,alu_in2,alu_out, ram_address,ram_data_rd;
	wire [31:0] ram_data_byte_wr,ram_data_half_wr,ram_data_word_wr;
	wire [15:0] ram_data_half;
	assign oRD = 5'h00;
	assign oRS1 = iIR[19:15];
	assign oRS2 = iIR[24:20];
	assign imm5 = iIR[11:7];
	assign imm7 = iIR[31:25];
	assign imm12 = {imm7,imm5};
	assign func3 = iIR[14:12];
	assign alu_in1 = iREG_OUT1;
	assign alu_in2 = iREG_OUT2;
	assign oRAM_CE = 1;
	assign oRAM_WR = 1;
	assign ram_address = alu_in1 + imm12;
	assign oRAM_ADDR = ram_address;
	assign ram_data_rd = iRAM_DATA;
	assign ram_data_byte_wr = 	(ram_address[1:0] == 2'b00) ? (alu_in2[7:0] | (ram_data_rd & 32'hffffff00)):
								(ram_address[1:0] == 2'b01) ? ((alu_in2[7:0]<<8) | (ram_data_rd & 32'hffff00ff)):
								(ram_address[1:0] == 2'b10) ? ((alu_in2[7:0]<<16) | (ram_data_rd & 32'hff00ffff)):
								(ram_address[1:0] == 2'b11) ? ((alu_in2[7:0]<<24) | (ram_data_rd & 32'h00ffffff)): 32'h00;
	assign ram_data_half_wr = 	(ram_address[1] == 1'b0) ? ((alu_in2[15:0]) | (ram_data_rd & 32'hffff0000)):
								(ram_address[1] == 1'b1) ? ((alu_in2[15:0]<<16) | (ram_data_rd & 32'h0000ffff)): 32'h00;
	assign ram_data_word_wr = alu_in2;
	assign oRAM_DATA =		(func3=={3'h0}) ?   ram_data_byte_wr :	 
							(func3=={3'h1}) ?   ram_data_half_wr :	 
							(func3=={3'h2}) ?   ram_data_word_wr :	 
							32'h00000000 ;
	assign oREG_IN = 32'h0;
	always @(posedge iCLK)
	begin
	end
endmodule
```

## design/flow/constraint.sdc

```tcl
current_design instruction_type_s

set clk_period 17.6
set clk_io_pct 0.2

create_clock -name clk0 -period $clk_period

set non_clock_inputs [all_inputs -no_clocks]
set_input_delay [expr $clk_period * $clk_io_pct] -clock clk0 $non_clock_inputs
set_output_delay [expr $clk_period * $clk_io_pct] -clock clk0 [all_outputs]
```

## design/flow/run.sh

```bash
#!/bin/bash
# OpenROAD 26Q1-2900-gdf79404cd8, Yosys 0.63+post, stock flow scripts
make -C /OpenROAD-flow-scripts/flow DESIGN_CONFIG=/design/flow/config.mk WORK_HOME=/design/flow/orfs finish
```

==> results.json <==
{
  "antenna_left": 0,
  "tool_warnings": 40,
  "wl_per_cell_um": 17.4,
  "maxSlewViolCount": 0,
  "min_to": "oRS1[0]",
  "coreArea_sq_mm": 0.00868,
  "routed_wirelength_um": 10200,
  "hold_slack_ns": 7.04,
  "worstSetupStartpointType": "primary input",
  "cp-end-kind": "output port",
  "worst_pin_slew_ns": 0.722,
  "hold_violations": 0,
  "area_growth_pct": 78.2,
  "yosys_area_sq_mm": 0.00208,
  "dp_worst_setup_slack_ns": 7.17,
  "port_buffers": 175,
  "grt_max_degree": 23,
  "finalSetupViolCount": 0,
  "grt_remaining_overflow": 0,
  "worst_slack_ns": 7.10,
  "die_w_um": 114,
  "path_cells": "clkdlybuf4s50_1 > ha_1 > inv_1 > fa_1 > inv_1 > nor2_1 > a21oi_1 > nor2_1 > a222oi_1 > inv_1 > clkdlybuf4s50_1",
  "worst_ep_required_time_ns": 14.08,
  "worstPathMaxFanout": 22,
  "path_class": "in2out",
  "max_stage_delay_ns": 0.96,
  "synth.distinct_cells": 44,
  "final_cell_area_sq_mm": 0.00371,
  "drc_errors": 0,
  "p_leak_nw": 1.51,
  "io_pins": 242,
  "slowest_stage": "fa_1",
  "synth.most_common_cell": "buf_4",
  "hp-start": "iIR[15]",
  "top_cell_area_share": 0.177,
  "grt_pass1_vias": 2856,
  "dieHeight_um": 114,
  "drt_iter0_drc": 181,
  "flop_area_sq_um": 0,
  "yosys_warnings": 1,
  "largest_area_cell": "buf_4",
  "std_cell_rows": 34,
  "total_power_uw": 108,
  "cp_num_buf_inv": 5,
  "synthCells": 328,
  "n_fill_cell": 897,
  "max_slew_margin": 0.518,
  "synthTopCellsByCount": "buf_4, a21oi_1, nor2_1",
  "vias_per_cell": 4.72,
  "nFlopsAndLatches": 0,
  "period_used_share": 0.596,
  "num_vias": 2783,
  "cap_violations": 0,
  "max_freq_ghz": 0.0953,
  "post_cts_resized": 0,
  "hold_class": "in2out",
  "cp.arrival_ns": 6.98,
  "status": "finished clean",
  "syn-cell-area_sq_mm": 0.00208,
  "initial_utilization": 0.240,
  "drive_gt1_frac": 0.0166,
  "grt_antenna_before_repair": 0,
  "grt_usage": 0.143,
  "dpl.hpwl_um": 8850,
  "tns_ns": 0,
  "avgSynthCellArea_sq_um": 6.34,
  "grt_pass1_wl_um": 15600,
  "place_congestion": 0.876,
  "ys_cells": 328,
  "powerDensity_mw_per_mm2": 29.2,
  "clockBufferCount": 0,
  "vdd.ir_drop.worst_mv": 0.0177,
  "drtPass1Iterations": 5,
  "period_needed_ns": 10.50,
  "rsz0062_at_grt": "no",
  "antenna_cells": 0,
  "cts_hold_buf": 0,
  "ys_seq_share": 0,
  "hold_depth": 0,
  "die_area_sq_mm": 0.0130,
  "cp_top_family": "buffers and inverters",
  "crit_top_cell": "inv_1",
  "synth.area.top_cells": "buf_4, xnor2_1, a21oi_1",
  "postCtsSetupRepairBufs": 0,
  "place_area_sq_mm": 0.00371
}
## cell families after synthesis
group                    count (synthesis)  share of synthesized area
AND-OR/OR-AND                          102                      0.324
other                                    2                    0.00361
adder cells (fa/ha/maj)                 13                     0.0818
buffers and inverters                   80                      0.237
AND/OR/NAND/NOR                        102                      0.232
XOR/XNOR                                29                      0.122
## stage by stage
stage / utilization / cells
2_1_floorplan: - / 365
6_report: 0.427 / 589
3_3_place_gp: 0.427 / 589
5_1_grt: 0.427 / 589
3_5_place_dp: 0.427 / 589
4_1_cts: 0.427 / 589
## how the worst max path moves through the flow
stage	startpoint	endpoint	cells after the start
after CTS	iIR[7]	oRAM_DATA[9]	11
after global routing	iIR[7]	oRAM_DATA[14]	11
final	iIR[7]	oRAM_DATA[9]	11
## per-layer routing
metal | up-vias | global-route usage | share of wire
met2 | 171 | 0.262 | 0.49
met1 | 1230 | 0.171 | 0.40
met4 | 0 | 0.00334 | 0.0024
met3 | 2 | 0.0393 | 0.11
met5 | - | 0 | 0
li1 | 1380 | - | -
## cell type report
| class | instances | area (sq um) | area share |
|---|---|---|---|
| multi-input cells | 285 | 1730 | 0.466 |
| well taps | 108 | 135 | 0.0364 |
| inverters | 17 | 63.8 | 0.0172 |
| repair buffers | 179 | 1780 | 0.481 |
## report_power, final
part / internal [mW] / switching, mW
Combinational: 0.0662 / 0.0418
Sequential: 0 / 0
Clock: 0 / 0
Total: 0.0662 / 0.0418
## placed cells by master (no fill, tap or decap), types with 2 or more instances in the layout
| master | n |
|---|---|
| a211o_1 | 2 |
| a211oi_1 | 4 |
| a21o_1 | 2 |
| a21oi_1 | 34 |
| a222oi_1 | 8 |
| a22o_1 | 8 |
| a22oi_1 | 7 |
| a31oi_1 | 2 |
| and2_1 | 2 |
| and3_1 | 5 |
| buf_4 | 4 |
| clkdlybuf4s50_1 | 175 |
| conb_1 | 39 |
| ha_1 | 12 |
| inv_1 | 17 |
| nand2_1 | 26 |
| nand2b_1 | 4 |
| nand3_1 | 12 |
| nand4_1 | 6 |
| nor2_1 | 32 |
| nor2b_1 | 8 |
| nor3_1 | 3 |
| o211ai_1 | 2 |
| o21ai_0 | 21 |
| o22ai_1 | 2 |
| or3_1 | 2 |
| xnor2_1 | 24 |
| xor2_1 | 5 |
