==> flow/design.v <==
module instruction_type_i
	#(
		parameter OPCODE_I1 = 7'h13,
		parameter OPCODE_I2 = 7'h03,
		parameter OPCODE_I3 = 7'h67
	)
	(
	input				iCLK,
	input	 [31:0]	iIR,
	output [4:0] 	oRD,
	output [4:0] 	oRS1,
	output [31:0]	oREG_IN,
	input	 [31:0]	iREG_OUT1,
	output			oRAM_CE,
	output 			oRAM_RD,
	output 			oRAM_WR,
	output [31:0]	oRAM_ADDR,
	input	 [31:0]	iRAM_DATA,
	input  [31:0]  iPC,
	output [31:0]  oPCBR
	);
	wire [6:0]  opcode;
	wire [2:0]  func3;
	wire [11:0] imm12;
	wire [31:0] alu_in1,alu_in2,alu_out_i1,alu_out_i2,alu_out_i3,ram_address,ram_data;
	wire [7:0] 	ram_data_byte;
	wire [15:0] ram_data_half;
	assign opcode 	= iIR[6:0];
	assign oRD 		= iIR[11:7];
	assign func3 	= iIR[14:12];
	assign oRS1 	= iIR[19:15];
	assign imm12 	= iIR[31:20];
	assign alu_in1 = iREG_OUT1;
	assign alu_in2 = imm12;
	assign alu_out_i1 = 		(func3=={3'h0}) ?   alu_in1 + alu_in2 :												 
								(func3=={3'h4}) ?   alu_in1 ^ alu_in2 :												 
								(func3=={3'h6}) ?   alu_in1 | alu_in2 : 											 
								(func3=={3'h7}) ?   alu_in1 & alu_in2 :												 
								(func3=={3'h1}) ?   alu_in1 << alu_in2[4:0] :										 
								(func3=={3'h5}) & (alu_in2[11:5]==7'h00) ?  alu_in1 >> alu_in2[4:0] :		 
								(func3=={3'h5}) & (alu_in2[11:5]==7'h20) ?  alu_in1 >>> alu_in2[4:0] :	 
								(func3=={3'h2}) ?   $signed(alu_in1) < $signed(alu_in2[4:0]) ? 1 : 0  :	 
								(func3=={3'h3}) ?   alu_in1 < alu_in2[4:0] ? 1 : 0 :							 
								32'h0 ;
	assign oRAM_CE = 1;
	assign oRAM_RD = 1;
	assign oRAM_WR = 0;
	assign ram_address = alu_in1 + alu_in2;
	assign oRAM_ADDR = ram_address;
	assign ram_data = iRAM_DATA;
	assign ram_data_byte = 			(ram_address[1:0] == 2'b00) ? ram_data[7:0]:
									(ram_address[1:0] == 2'b01) ? ram_data[15:8]:
									(ram_address[1:0] == 2'b10) ? ram_data[23:16]:
									(ram_address[1:0] == 2'b11) ? ram_data[31:24]: 8'h00;
	assign ram_data_half = 			(ram_address[1] == 1'b0) ? ram_data[15:0]:
									(ram_address[1] == 1'b1) ? ram_data[31:16]: 16'h0000;
	assign alu_out_i2 = (func3=={3'h0}) ?   $signed(ram_data_byte) :	 
						  (func3=={3'h1}) ?   $signed(ram_data_half):	 
						  (func3=={3'h2}) ?   ram_data : 					 
						  (func3=={3'h4}) ?   ram_data_byte :				 
						  (func3=={3'h5}) ?   ram_data_half:				 
						  32'h0 ;
	assign alu_out_i3 = iPC + 4;
	assign oPCBR =		iPC + (imm12 << 12);
	assign oREG_IN = 	(opcode==OPCODE_I1) ? alu_out_i1:
							(opcode==OPCODE_I2) ? alu_out_i2:
							(opcode==OPCODE_I3) ? alu_out_i3:
							32'h0;
	always @(posedge iCLK)
	begin
		$display("alu_in1 =  0x%x , alu_in2 = 0x%x, alu_out_i1 = 0x%x ", alu_in1, alu_in2, alu_out_i1);
	end
endmodule
==> flow/run.sh <==
#!/bin/bash
# OpenROAD 26Q1-2900-gdf79404cd8, Yosys 0.63+post, stock flow scripts
make -C /OpenROAD-flow-scripts/flow DESIGN_CONFIG=/design/flow/config.mk WORK_HOME=/design/flow/orfs finish
==> flow/config.mk <==
export PLATFORM = sky130hd
export DESIGN_NAME = instruction_type_i
export DESIGN_NICKNAME = instruction_type_i
export VERILOG_FILES = /design/flow/design.v
export SDC_FILE = /design/flow/constraint.sdc
export NUM_CORES = 4
export LEC_CHECK = 1
export CORE_UTILIZATION = 50
==> flow/constraint.sdc <==
current_design instruction_type_i

set clk_period 9.1
set clk_io_pct 0.2

create_clock -name clk0 -period $clk_period

set non_clock_inputs [all_inputs -no_clocks]
set_input_delay [expr $clk_period * $clk_io_pct] -clock clk0 $non_clock_inputs
set_output_delay [expr $clk_period * $clk_io_pct] -clock clk0 [all_outputs]
==> results_slide.txt <==
Run Summary

Finish
  – Post-route cell area: 10110 µm²
  – Most common logic cells in the final layout: 211 x clkdlybuf4s50_1, 108 x nand2_1, 107 x nor2_1, 97 x o21ai_0, 77 x a21oi_1
  – Top cell excl fill/tap: clkdlybuf4s50_1
  – Registers: 0
  – Layout cells sized above 1: 0.09680
  – Storage element area: 0 µm²
  – Utilization after layout: 0.6364
  – Synthesis-to-finish area growth: 24.40%
  – Clkbuf count: 0

STA
  – Final hold vios: 0
  – Worst Tran Pin Value: 1.021 ns
  – Setup Viol. Count Final: 0
  – Minimum clock period: 7.682 ns
  – RSZ-0062 raised after global routing: false
  – Slew margin rel.: 0.3016
  – Final Slew Violations: 0
  – Hold WS: 3.640 ns
  – Setup Total Neg Slack: 0 ns
  – Fmax: 130.2 MHz
  – Period utilization: 0.8441

CTS
  – Hold Buf Count CTS: 0
  – Setup Buffers After CTS: 0
  – CTS resizes: 0

Die
  – Die W: 129.5 µm
  – Die ar.: 16770 µm²
  – Core region area: 15890 µm²
  – Die height: 129.5 µm
  – Fp util: 0.5116
  – I/O pin cnt: 238
  – Std cell rows: 46

Global route
  – GRT overflow: 0
  – Initial antenna violation count: 0
  – Maximum number of pins on one net before global-route repair: 57
  – First-pass GRT wire length: 59670 µm
  – Total track usage: 0.4974
  – Vias in the first global route: 9429

Logic synthesis
  – Yosys Instances: 1134
  – Syn avg cell area: 7.166 µm²
  – Yosys warns: 1
  – Distinct lib cells used: 74
  – Yosys stat area: 8127 µm²
  – Synth Cell Area: 8127 µm²
  – Post-Synthesis Cells: 1134
  – Seq share, synth: 0

Critical path
  – CP delay by family, top: buffers and inverters
  – Worst Path Required: 7.28 ns
  – Crit path cell chain: clkdlybuf4s50_1, inv_1, ha_1, o2111a_1, nand3_1, a2111oi_4, nor2_1, and4bb_2, xnor2_1, a311o_1, clkdlybuf4s50_1
  – Critical-path maximum fanout: 10
  – Critical path arrival: 5.86 ns
  – Levels on crit path: 11
  – WS Path Type: input pin to primary output
  – Worst path max stage delay: 0.77 ns
  – Critical Path Most Common Cell: clkdlybuf4s50_1
  – Critical-path top delay cell: clkdlybuf4s50_1
  – Crit path capture type: primary output
  – CP startpoint kind: input pin
  – Worst Path Buf+Inv: 3
  – Setup crit end: oREG_IN[31]
  – Setup crit start: iREG_OUT1[11]

Job
  – MaxCap Viol Count: 0
  – Tool Warnings: 52

Hold path
  – Worst Hold Depth: 0
  – Hold Path Class: input pin to primary output

Routing
  – Wirelength per Cell: 28.19 µm
  – Drt drc: 0
  – First-pass DRT Iterations: 9
  – Final WL: 41330 µm
  – DR vias: 10690
  – DRT iter0 DRCs: 1460
  – Antenna Violating Nets Remaining: 0
  – Average vias per placed instance: 7.289
  – Diode count: 0

Place
  – Placed inst area: 10110 µm²
  – GP Congestion: 1.115
  – DP HPWL: 31190 µm
  – Port Buf Inserts: 214

Power and ir drop
  – Maximum VDD drop: 0.06652 mV
  – Power per Cell Area: 55.53 nW/µm²
  – Leak Pwr: 3.772 nW
  – Final Power: 0.5614 mW

Run status
  – Outcome: completed
## metal layers
layer	wire length, µm	share of wire	global-route usage
met1	15390	0.37	0.6798
met2	16750	0.41	0.7062
met3	6936	0.17	0.2027
met4	2158	0.052	0.1902
met5	91	0.0022	0.04118
## through the flow
| stage | setup WS (ns) | instances |
|---|---|---|
| 2_1_floorplan | 2.489 | 1135 |
| 3_3_place_gp | 1.670 | 1466 |
| 3_5_place_dp | 1.635 | 1466 |
| 4_1_cts | 1.604 | 1466 |
| 5_1_grt | 1.216 | 1466 |
| 6_report | 1.418 | 1466 |
## area by class of cell
| type | count | area [µm²] |
|---|---|---|
| Fill cell | 1433 | 5776 |
| Inverter | 43 | 161.4 |
| Multi-Input combinational cell | 967 | 7351 |
| Tap cell | 216 | 270.3 |
| Timing Repair Buffer | 240 | 2327 |
## synth_stat cells, drive strengths merged (24+ instances only)
library cell	instances	area, µm²
nor2	108	405.4
nand2	108	405.4
ha	43	538.0
clkbuf	71	266.5
a22oi	26	195.2
a21oi	77	385.4
nand3	24	120.1
buf	54	359.1
inv	42	157.7
o21ai	98	490.5
mux2i	44	440.4
xnor2	40	350.3
xor2	30	262.8
mux4	62	1404
## power by group
part	leakage (nW)	switching, mW	internal, mW	total, mW
combinational	3.77	0.304	0.257	0.561
sequential	0	0	0	0
clock	0	0	0	0
total	3.77	0.304	0.257	0.561
## how the worst min path moves through the flow
stage | startpoint | slack (ns) | end
finish | iIR[7] | 3.64 | oRD[0]
global route | iIR[7] | 3.64 | oRD[0]
CTS | iIR[7] | 3.64 | oRD[0]
## cells by family after synthesis
family                     share of synthesized area
and+or+nand+nor                               0.2034
adders and majority gates                    0.07113
other                                      0.0009241
buffers and inverters                        0.09684
xor gates and xnor gates                     0.07544
AOI/OAI and AO/OA                             0.3004
muxes                                         0.2519
No activity file was given, so power comes from the tool's default toggle rates.
