==> /design/flow/design.v <==
module darkuart
(
    input           CLK,             
    input           RES,             
    input           RD,              
    input           WR,              
    input  [ 3:0]   BE,              
    input  [31:0]   DATAI,           
    output [31:0]   DATAO,           
    output          IRQ,             
    input           RXD,             
    output          TXD,             
    output [3:0]    DEBUG            
);
    reg [15:0]  UART_TIMER = ((100000000/115200));   
    reg         UART_IREQ  = 0;      
    reg         UART_IACK  = 0;      
    reg [ 7:0]  UART_XFIFO = 0;      
    reg         UART_XREQ  = 0;      
    reg         UART_XACK  = 0;      
    reg [15:0]  UART_XBAUD = 0;      
    reg [ 3:0]  UART_XSTATE= 0;      
    reg [ 7:0]  UART_RFIFO = 0;      
    reg         UART_RREQ  = 0;      
    reg         UART_RACK  = 0;      
    reg [15:0]  UART_RBAUD = 0;      
    reg [ 3:0]  UART_RSTATE= 0;      
    reg [2:0]   UART_RXDFF = -1;
    wire [7:0]  UART_STATE = { 6'd0, UART_RREQ!=UART_RACK, UART_XREQ!=UART_XACK };    
    reg [7:0]   UART_STATEFF = 0;
    reg [31:0] DATAOFF = 0;
    reg [1:0] IOREQ = 0;
    reg [1:0] IOACK = 0;
    always@(posedge CLK)
    begin
        if(WR)
        begin
            if(BE[1])
            begin
                UART_XFIFO <= DATAI[15:8];
                UART_XREQ <= !UART_XACK;     
            end
        end
        if(RES)
        begin
            UART_RACK <= UART_RREQ;
            UART_STATEFF <= UART_STATE;
        end
        else
        if(RD)
        begin
            if(BE[1]) UART_RACK     <= UART_RREQ;  
            if(BE[0]) UART_STATEFF <= UART_STATE;  
        end
    end
    assign IRQ   = |(UART_STATE^UART_STATEFF);
    assign DATAO = { UART_TIMER, UART_RFIFO, UART_STATE };
    always@(posedge CLK)
    begin    
        UART_XBAUD <= UART_XSTATE==6 ? UART_TIMER :       
                      UART_XBAUD ? UART_XBAUD-1 : UART_TIMER;            
        UART_XSTATE <= RES||UART_XSTATE==1  ? 6 :
                            UART_XSTATE==6 ? UART_XSTATE+(UART_XREQ!=UART_XACK) :
                                                            UART_XSTATE+(UART_XBAUD==0);
        UART_XACK   <= RES||UART_XSTATE==1  ? UART_XREQ : UART_XACK;
    end
    assign TXD = UART_XSTATE[3] ? UART_XFIFO[UART_XSTATE[2:0]] : UART_XSTATE==7 ? 0 : 1;
    always@(posedge CLK)
    begin
        UART_RXDFF <= (UART_RXDFF<<1)|RXD;
        UART_RBAUD <= UART_RSTATE==6 ? { 1'b0, UART_TIMER[15:1] } :     
                      UART_RBAUD ? UART_RBAUD-1 : UART_TIMER;                
        UART_RSTATE <= RES||UART_RSTATE==1  ? 6 :
                            UART_RSTATE==6 ? UART_RSTATE+(UART_RXDFF[2:1]==2'b10) :  
                                                            UART_RSTATE+(UART_RBAUD==0);
        UART_RREQ <= (IOACK==2 || UART_RSTATE==1) ? !UART_RACK : UART_RREQ;
        if(UART_RSTATE[3]) 
        begin
            UART_RFIFO[UART_RSTATE[2:0]] <= UART_RXDFF[2];
        end
    end
    assign DEBUG = { RXD, TXD, UART_XSTATE!=6, UART_RSTATE!=6 };
endmodule
==> /design/flow/run.sh <==
#!/bin/bash
# OpenROAD 26Q1-2900-gdf79404cd8, Yosys 0.63+post, stock flow scripts
make -C /OpenROAD-flow-scripts/flow DESIGN_CONFIG=/design/flow/config.mk WORK_HOME=/design/flow/orfs finish
==> /design/flow/config.mk <==
export PLATFORM = sky130hd
export DESIGN_NAME = darkuart
export DESIGN_NICKNAME = darkuart
export VERILOG_FILES = /design/flow/design.v
export SDC_FILE = /design/flow/constraint.sdc
export NUM_CORES = 4
export LEC_CHECK = 1
export CORE_UTILIZATION = 40
==> /design/flow/constraint.sdc <==
current_design darkuart

set clk_period 5.2
set clk_io_pct 0.2

create_clock -name clk0 -period $clk_period [get_ports {CLK}]

set non_clock_inputs [all_inputs -no_clocks]
set_input_delay [expr $clk_period * $clk_io_pct] -clock clk0 $non_clock_inputs
set_output_delay [expr $clk_period * $clk_io_pct] -clock clk0 [all_outputs]
==> flow_metrics.tcl <==
# implementation run metrics
set metrics [dict create \
    final_util_pct 47.9 \
    end_kind "output pin" \
    ys_types 50 \
    enable_flop_cells 22 \
    die-area_um2 8360 \
    ys_seq_share_pct 47.5 \
    die_h_um 91.5 \
    warnings 57 \
    drc 0 \
    worstPathRequired_ps 4160 \
    port_buffers 30 \
    syn_area_per_cell_um2 10.4 \
    worst-slew-pin-transition_ps 847 \
    internal_power_w 0.00104 \
    gp_congestion 0.796 \
    io-pin-count 79 \
    hold_depth 0 \
    firstDrtPassIters 6 \
    holdPathEnd "UART_RXDFF[1]" \
    grt_pass1_wl_um 8520 \
    leakagePower_nw 1.34 \
    htree_levels 3 \
    async_reset_ff_share_pct 0 \
    overflow 0 \
    cp-start-kind "register" \
    fin_skew_ps 12.0 \
    via_per_inst 4.67 \
    power_density_nw_per_um2 402 \
    yosysWarnings 1 \
    p_clk_share_pct 31.6 \
    final_antenna_net_count 0 \
    yosys_register_bits 65 \
    power_frac_seq_pct 43.4 \
    area_growth_pct 15.7 \
    grt_pass1_vias 1829 \
    netlist_area_um2 3200 \
    setup_viol 0 \
    lay_top_count "dfxtp_1" \
    path_class "register to output pin" \
    core_util_floorplan_pct 41.4 \
    worst_r2r_startpoint "UART_XBAUD[3]" \
    ys_area_um2 3200 \
    die_w_um 91.5 \
    ctsHoldBuffers 0 \
    fin_crit_ps 3080 \
    min_from "UART_RXDFF[0]" \
    coreArea_um2 7730 \
    cts_buffers 9 \
    drive_above_1_share_pct 10.5 \
    status "finished clean" \
    dp_hpwl_um 3440 \
    mostFrequentLayoutCells "dfxtp_1 (43), nor2_1 (33), clkdlybuf4s50_1 (30), nand2_1 (23)" \
    worst_ir_drop_vdd_mv 0.185 \
    hold_violations 0 \
    hold_path.class "register to register" \
    postCtsSetupRepairBufs 0 \
    antenna_found_initial 0 \
    worst_r2r_endpoint "UART_XSTATE[1]" \
    r2r_slack_ps 2590 \
    rsz0062_at_grt "false" \
    rr_worst_depth 7 \
    insertion_delay_ps 340 \
    critPathArrivalTime_ps 2040 \
    path_clk_slew_ps 70 \
    ys_cells 308 \
    max-clock-path-buffers 2 \
    drv_slew 0 \
    antennaDiodeCount 0 \
    drtIter0Drc 94 \
    synth_cells 308 \
    swShare_pct 30.3 \
    grt_usage_pct 13.0 \
    p_comb_share_pct 25.0 \
    route.vias.total 2083 \
    max_freq_ghz 0.325 \
    postCtsResizedCells 0 \
    relSlewSlack_pct 43.1 \
    num_rows 32 \
    synthFlopType "dfxtp_1" \
    netSwitchingPower_w 0.000451 \
    grt_max_degree 14 \
    maxCapViolations 0 \
    post_drt_wl_per_cell_um 11.3 \
    fin_setup_tns_ps 0 \
    cts_root_buf "clkbuf_8" \
    cts_sinks 65 \
    finalCritPeriodShare_pct 59.2 \
    cp_max_fo 9 \
    wl_um 5020 \
    cts_tree "done" \
]
[power by group through the flow]
| stage | combinational, W | clock (W) | sequential (W) |
|---|---|---|---|
| global route | 0.000427 | 0.000509 | 0.000655 |
| CTS | 0.000377 | 0.000480 | 0.000646 |
| finish | 0.000371 | 0.000470 | 0.000646 |
[metrics by stage]
step           std cells  worst slack, ps  instance area (um2)  hold WS (ps)  total power, W
2_1_floorplan        328             2940                 3280           310        0.000939
3_3_place_gp         430             2200                 3480           312         0.00103
3_5_place_dp         430             2190                 3480           314         0.00103
4_1_cts              446             2110                 3700           329         0.00150
5_1_grt              446             2000                 3700           339         0.00159
6_report             446             2120                 3700           326         0.00149
[sequential cells by signal (all words and copies together) (netlist names), 2 cells and up]
signal	count
UART_XBAUD	16
UART_RSTATE	4
UART_RBAUD	16
UART_RFIFO	8
UART_STATEFF	2
UART_XFIFO	8
UART_XSTATE	4
UART_RXDFF	3
[cell usage after synthesis, types with 3 or more instances]
library cell  number  area share (%)
nand4_1            7             1.4
nor3b_1            3            0.70
xor2_1            18             4.9
buf_4             25             5.9
mux2_2             4             1.4
nor2_2             3            0.59
ha_1              13             5.1
edfxtp_1          22              21
a21oi_1            4            0.63
nor3_1             7             1.1
or3_1              3            0.59
xnor2_1           17             4.7
nor4_4             4             2.7
inv_1             12             1.4
nand2_1           23             2.7
nand3b_1           3            0.70
dfxtp_1           43              27
and2_1             3            0.59
nand3_1           10             1.6
o21ai_0            8             1.3
nor2_1            33             3.9
nor4_1             5            0.98
[kinds of logic after synthesis]
kind of cell    Yosys count  share of synthesized area, %
compound gates           24                          4.77
xor+xnor                 35                          9.58
fa+ha+maj                13                          5.08
buf+inv                  43                          8.52
flops                    65                          47.5
mux                       6                          2.42
other cells               2                         0.235
simple gates            120                          21.9
[critical path, cell delays in order, from the launching register on]
cell and delay [ps]:
dfxtp_1 490, inv_1 140, ha_1 210, and3b_1 220, inv_1 160, clkdlybuf4s50_1 490
[area by class of cell]
class / instances / area (um2)
Fill cell: 717 / 4030
Clock inverter: 6 / 81.3
Timing Repair Buffer: 31 / 308
Clock buffer: 10 / 138
Sequential cell: 65 / 1520
Tap cell: 102 / 128
Multi-Input combinational cell: 220 / 1480
Inverter: 12 / 45.0
[worst max path at each step]
| stage | start | end | slack, ps | depth (start not counted) |
|---|---|---|---|---|
| final | UART_RSTATE[0] | DEBUG[0] | 2120 | 5 |
| after CTS | UART_RSTATE[0] | DEBUG[0] | 2110 | 5 |
| after global routing | UART_RSTATE[0] | DEBUG[0] | 2000 | 5 |
[routing by layer]
metal  wire length, um  up-vias  global-route usage [%]
li1                  -     1082                       -
met1              2630      939                    21.8
met2              2060       56                    18.1
met3               232        6                    2.81
met4                89        0                    2.38
met5                 0        -                       0
Power figures rest on the tool's default switching activity, not on a simulated workload.
